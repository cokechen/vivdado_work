File: flow/config.mk
export PLATFORM = sky130hd
export DESIGN_NAME = pmodad
export DESIGN_NICKNAME = pmodad
export VERILOG_FILES = /design/flow/design.v
export SDC_FILE = /design/flow/constraint.sdc
export NUM_CORES = 4
export LEC_CHECK = 1
export CORE_UTILIZATION = 50
File: flow/constraint.sdc
current_design pmodad

set clk_period 2.2
set clk_io_pct 0.2

create_clock -name clk0 -period $clk_period [get_ports {clk}]

set non_clock_inputs [all_inputs -no_clocks]
set_input_delay [expr $clk_period * $clk_io_pct] -clock clk0 $non_clock_inputs
set_output_delay [expr $clk_period * $clk_io_pct] -clock clk0 [all_outputs]
File: flow/design.v
module ad7476_sample(
        input clk,rst,
        input  ADC_sdata0, ADC_sdata1,
        output reg ADC_sclk = 0,
        output reg ADC_csn = 0,
        output reg [11:0]  adc_res0 = 0, 
        output reg [11:0] adc_res1 = 0,
        output reg   adc_valid =0
    );
    reg [7:0] cntr = 0;
    always @ (posedge clk)  
        if (rst)cntr<=0;else if (cntr == 34) cntr<=0;else cntr<=cntr+1;
    always @ (posedge clk)
    case (cntr )
        0:  ADC_csn <= 0;
        33:  ADC_csn <= 1;
    endcase
    always @ (posedge clk)
    case (cntr)
        34,0,2,4,6,8,10,12,14,16,18,20,22,24,26,28,30,32,33 :ADC_sclk<=1;
        default ADC_sclk<=0;
    endcase
    always @ (posedge clk)
    case (cntr )
        10: adc_res0[11] <= ADC_sdata0 ;
        12:adc_res0[10] <= ADC_sdata0 ;
        14:adc_res0[9] <= ADC_sdata0 ;
        16:adc_res0[8] <= ADC_sdata0 ;
        18:adc_res0[7] <= ADC_sdata0 ;
        20:adc_res0[6] <= ADC_sdata0 ;
        22:adc_res0[5] <= ADC_sdata0 ;
        24:adc_res0[4] <= ADC_sdata0 ;
        26:adc_res0[3] <= ADC_sdata0 ;
        28:adc_res0[2] <= ADC_sdata0 ;
        30:adc_res0[1] <= ADC_sdata0 ;
        32:adc_res0[0] <= ADC_sdata0 ;
    endcase
    always @ (posedge clk)
    case (cntr )
        10: adc_res1[11] <= ADC_sdata1 ;
        12:adc_res1[10] <= ADC_sdata1 ;
        14:adc_res1[9] <= ADC_sdata1 ;
        16:adc_res1[8] <= ADC_sdata1 ;
        18:adc_res1[7] <= ADC_sdata1 ;
        20:adc_res1[6] <= ADC_sdata1 ;
        22:adc_res1[5] <= ADC_sdata1 ;
        24:adc_res1[4] <= ADC_sdata1 ;
        26:adc_res1[3] <= ADC_sdata1 ;
        28:adc_res1[2] <= ADC_sdata1 ;
        30:adc_res1[1] <= ADC_sdata1 ;
        32:adc_res1[0] <= ADC_sdata1 ;
    endcase
    always @ (posedge clk)adc_valid <= cntr == 32 ;
endmodule
 module pmodad(
        input clk,
        input  ADC_sdata0, ADC_sdata1,
        output  ADC_sclk,ADC_csn,
        output reg [11:0] data0,
        output reg [11:0] data1
    );
     wire     adc_valid;
     wire [11:0]adc_res0;
     wire [11:0]adc_res1;
   always@(posedge clk) begin
     if (adc_valid) begin
            data0<=adc_res0[11:0];
            data1<=adc_res1[11:0];
      end
   end
    ad7476_sample  u1(
                       .clk( clk )  ,
                       .rst( 1'b0 )  ,
                       .ADC_sdata0(ADC_sdata0  )  ,
                       .ADC_sdata1(ADC_sdata1  )  ,
                       .ADC_sclk(ADC_sclk  )  ,
                       .ADC_csn(ADC_csn  )  ,
                       .adc_res0(adc_res0  )  ,
                       .adc_res1(adc_res1  )  ,
                       .adc_valid(adc_valid  )
                   );                 
endmodule
File: flow/run.sh
#!/bin/bash
# OpenROAD 26Q1-2900-gdf79404cd8, Yosys 0.63+post, stock flow scripts
make -C /OpenROAD-flow-scripts/flow DESIGN_CONFIG=/design/flow/config.mk WORK_HOME=/design/flow/orfs finish
==> results.toml <==
# physical design summary
[run_status]
status = "finished clean"

[sta]
finalClockPeriodUsage_pct = 75.3
max_freq_mhz = 604
finalMaxSlewViolations = 0
finalHoldViolations = 0
period_minus_slack_ps = 1660
setup_violations = 0
setup-tns-final_ps = 0
rsz0062_at_grt = "no"
relSlewSlack_pct = 67.7
finClkSkew_ps = 4.62
tightest_slew_ps = 484

[detailed_routing]
drtPass1Iterations = 4
wl_um = 3120
detail-route-antenna-nets = 0
vias_per_cell = 5.10
drt_iter0_markers = 39
via_count = 1060
detail_route.wl_per_cell_um = 15.0
drc_errors = 0
diodes = 0

[floorplan]
ios = 29
fp-row-count = 23
fp.dieH_um = 66.5
coreArea_mm2 = 0.00400
dieWidth_um = 66.5
dieArea_mm2 = 0.00442
fp_util_pct = 51.9

[pwr]
p_leak_nw = 0.868
max-vdd-ir-drop_v = 0.000607
power_density_mw_per_mm2 = 850

[clocking]
clk_path_buf_depth = 2
cts_made_buffers = 9
postCtsSetupBuffers = 0
htreeDepth = 3
hold_buffers = 0
cts.sinks = 59
cts_tree = "built"
cts_resized = 0
clk_latency_ps = 330
clkSlewWorstSetupHoldPaths_ps = 60
clk_root_buffer_cell = "clkbuf_8"

[critical_path]
rr_endpoint = "u1.adc_res0[0]"
critical_path_required_ps = 2240
path_cells = "or4b_4 -> nor3_1 -> and2_1"
reg2reg_depth = 3
crit_family = "simple AND/OR/NAND/NOR gates"
start_kind = "flip-flop"
critPathSlowestCell = "or4b_4"
endpoint = "u1.adc_res0[0]"
regToRegStartpoint = "u1.cntr[4]"
critPathKind = "reg -> reg"
crit_start = "u1.cntr[4]"
path_buffers = 0
r2r_slack_ps = 540
end_kind = "flip-flop"
cp_num_cells = 3
cp_max_fo = 9
cpPeakStageDelay_ps = 580
cp.arrival_ps = 1690

[synth]
edf_count = 49
synth_top_cell_by_count = "edfxtp_1"
ys_seq_share_pct = 80.5
synth_area_mm2 = 0.00208
synthCells = 117
synth.yosys.warnings = 2
async_flop_share_pct = 0
top_cells_by_count = "edfxtp_1 (49), dfxtp_1 (10), nor2_1 (10)"
ys_cells = 117
yosys_most_used_dff = "edfxtp_1"
yosys-stat-area_mm2 = 0.00208
area_leaders = "edfxtp_1 (71%), dfxtp_1 (9.6%), ha_1 (3.0%), xnor2_1 (2.1%), nor2_1 (1.8%)"
avgSynthCellArea_um2 = 17.8
largest_area_cell = "edfxtp_1"
yosysUniqueCellTypes = 27
synth.ff_latch_count = 59
top_area_share_pct = 70.8

[global_route]
grt.overflow.total = 0
grt_usage_pct = 17.4
grt_antenna_before_repair = 0
grt_pass1_wl_um = 5020
grt_pass1_vias = 996
grt_max_degree = 25

[job]
tool_warnings = 29
drv_cap = 0

[cells_and_area]
postLayoutCellArea_mm2 = 0.00259
area_growth_pct = 24.7
drive_gt1_share_pct = 9.49
nFillCells = 278
post-route-util_pct = 64.7

[place]
io_buffers = 28
dpl_cell_area_mm2 = 0.00239
gp_congestion = 0.868
hpwl_um = 2060

[min_path]
min_path_type = "reg -> reg"
[through the flow]
stage	total power [mW]	hold slack, ps	std cells	setup WS, ps
4_1_cts	2.22	419	208	542
3_3_place_gp	1.23	404	193	599
2_1_floorplan	1.22	400	117	617
3_5_place_dp	1.23	406	193	562
5_1_grt	2.27	422	208	454
6_report	2.20	417	208	543
[worst register-to-register path: cells and delay by family (launching register included)]
kind	cells	cell delay (ps)
flip-flops	1	390
AND/OR/NAND/NOR	3	980
[metal layers]
metal / vias up / wire [um] / share of wire (%) / GRT usage (%)
li1: 511 / - / - / -
met1: 504 / 1430 / 46 / 32.9
met2: 34 / 1420 / 46 / 22.7
met3: 11 / 152 / 4.9 / 4.69
met4: 0 / 116 / 3.7 / 5.85
met5: - / 0 / 0 / 0
[registers in the layout, summed over array words and instances (netlist names)]
| register | cells |
|---|---|
| data1 | 12 |
| u1.adc_res0 | 12 |
| u1.ADC_sclk | 1 |
| u1.adc_valid | 1 |
| data0 | 12 |
| u1.cntr | 8 |
| u1.ADC_csn | 1 |
| u1.adc_res1 | 12 |
[power breakdown]
part	internal (mW)	switching [mW]
Clock	0.628	0.362
Combinational	0.00313	0.00691
Sequential	1.20	0
[kinds of logic (layout without fill, tap and decap cells)]
group	after synthesis	count (layout)	share of synthesized area [%]
flip-flops	59	59	80.5
XOR/XNOR	5	5	2.11
adder cells (fa/ha/maj)	5	5	3.01
multiplexers	1	1	0.482
AND-OR/OR-AND	3	3	0.843
AND/OR/NAND/NOR	39	39	11.0
buffers and inverters	5	46	2.11
[how the worst min path moves through the flow]
stage                           start        end  depth (start not counted)
after CTS              u1.adc_res0[6]   data0[6]                          0
after global routing  u1.adc_res0[10]  data0[10]                          0
final                  u1.adc_res1[6]   data1[6]                          0
[layout make-up]
cell class              instances  area, um^2  share of cell area (%)
well taps                      50        62.6                    2.42
repair buffers                 29         288                    11.1
inverters                       2        7.51                   0.290
clock inverters                 3        63.8                    2.46
clock buffers                  12         135                    5.22
multi-input cells              53         362                    14.0
flip-flops and latches         59        1670                    64.5
[cell usage in the layout, fill, tap and decap left out]
master	n
nor4b_1	1
bufinv_16	2
nor2b_1	1
ha_1	5
clkdlybuf4s50_1	28
xnor2_1	5
nor4_1	1
and2_1	3
nand2_1	5
nand4_1	1
and4_2	1
buf_4	1
nor4b_4	1
clkbuf_8	9
nor3_1	5
nand3_1	4
clkinv_1	1
clkbuf_1	3
nand2b_1	2
a21oi_1	1
o21ai_0	1
dfxtp_1	10
a21o_1	1
edfxtp_1	49
nor2_1	10
inv_1	2
and3_1	1
or4_1	1
mux2i_1	1
or4b_4	1
or3_1	1
Power and IR drop assume default switching activity.
